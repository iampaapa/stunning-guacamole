## /design/flow/run.sh

```bash
#!/bin/bash
# OpenROAD 26Q1-2900-gdf79404cd8, Yosys 0.63+post, stock flow scripts
make -C /OpenROAD-flow-scripts/flow DESIGN_CONFIG=/design/flow/config.mk WORK_HOME=/design/flow/orfs finish
```

## /design/flow/config.mk

```make
export PLATFORM = sky130hd
export DESIGN_NAME = debouncer
export DESIGN_NICKNAME = debouncer
export VERILOG_FILES = /design/flow/design.v
export SDC_FILE = /design/flow/constraint.sdc
export NUM_CORES = 4
export LEC_CHECK = 1
export CORE_AREA = 10 10 96 96
export DIE_AREA = 0 0 106 106
```

## /design/flow/constraint.sdc

```tcl
current_design debouncer

set clk_period 4.3
set clk_io_pct 0.2

create_clock -name clk0 -period $clk_period [get_ports {clk}]

set non_clock_inputs [all_inputs -no_clocks]
set_input_delay [expr $clk_period * $clk_io_pct] -clock clk0 $non_clock_inputs
set_output_delay [expr $clk_period * $clk_io_pct] -clock clk0 [all_outputs]
```

## /design/flow/design.v

```verilog
`timescale 1ns / 1ps
module debouncer (
    input  logic clk,
    input  logic rst_n,
    input  logic noisy_in,
    output logic clean_out,
    output logic tick_out
);
    parameter CLK_FREQ = 100_000_000;
    parameter DEBOUNCE_TIME_MS = 10;
    localparam COUNTER_MAX = (CLK_FREQ / 1000) * DEBOUNCE_TIME_MS;
    logic [1:0] sync_reg;
    always_ff @(posedge clk, negedge rst_n) begin
        if (!rst_n) begin
            sync_reg <= 2'b00;
        end else begin
            sync_reg <= {sync_reg[0], noisy_in};
        end
    end
    logic synced_in = sync_reg[1];
    logic [$clog2(COUNTER_MAX)-1:0] count_reg;
    logic count_done;
    assign count_done = (count_reg == COUNTER_MAX - 1);
    always_ff @(posedge clk, negedge rst_n) begin
        if (!rst_n) begin
            count_reg <= '0;
        end else if (clean_out != synced_in || count_done) begin
            count_reg <= '0;
        end else begin
            count_reg <= count_reg + 1'b1;
        end
    end
    always_ff @(posedge clk, negedge rst_n) begin
        if (!rst_n) begin
            clean_out <= 1'b0;
        end else if (count_done) begin
            clean_out <= synced_in;
        end
    end
    logic prev_clean_out;
    always_ff @(posedge clk, negedge rst_n) begin
        if (!rst_n) begin
            prev_clean_out <= 1'b0;
        end else begin
            prev_clean_out <= clean_out;
        end
    end
    assign tick_out = clean_out & ~prev_clean_out;
endmodule
```

==> flow_summary.toml <==
# synthesis and place-and-route metrics
[sta]
clock_skew_ns = 0.00162
fin_crit_ns = 2.20
fin_setup_tns_ns = 0
finalClockPeriodUsage_pct = 51.1
drv_slew = 0
layout_setup_ws_ns = 2.10
clock.fmax_mhz = 455
tightest_slew_ns = 0.752
finalSetupViolations = 0
rsz0062_at_grt = "no"
slew_headroom_pct = 49.8
final_hold_viol_count = 0

[routing]
routed_via_density = 3.71
drc = 0
first_pass_iters = 3
drt_first_iter_violations = 31
wirelength_um = 1970
vias = 817
wire_per_inst_um = 8.95
drtAntennaViolNets = 0
antenna_cells = 0

[die]
pin_count = 5
chip_area_mm2 = 0.0112
rows = 31
die_h_um = 106
coreArea_mm2 = 0.00721
initCoreUtil_pct = 15.9
die_x_um = 106

[setup_path]
worstPathArrival_ns = 2.31
r2r_cells = 5
cp_max_fo = 19
critPathMaxStageDelay_ns = 0.67
worstPathCellList = "ha_1 -> nand4_1 -> or2_2 -> o31ai_4 -> nor2_1"
endpoint_kind = "flip-flop"
path_class = "flip-flop to flip-flop"
worstReg2RegEnd = "count_reg[7]"
r2r_setup_slack_ns = 2.10
slowest_stage = "o31ai_4"
required_ns = 4.42
critical_path.startpoint_type = "flip-flop"
reg2reg_from = "count_reg[0]"

[power]
cellPowerDensity_mw_per_mm2 = 291
peakVddDrop_mv = 0.141
cellLeakagePower_nw = 0.484

[logic_synthesis]
most_common_cell = "dfrtp_1"
synth_cell_types = 25
ff_type = "dfrtp_1"
synthCells = 114
yosysTopAreaCell = "dfrtp_1"
avgSynthCellArea_um2 = 10.0
edf_count = 0
ys_warn_count = 1
async_flop_share_pct = 100
top_cell_area_share_pct = 52.5
ys_seq_share_pct = 52.5
yosys_area_mm2 = 0.00114
yosys-top-cells-area = "dfrtp_1 52%, xnor2_1 6.9%, nor2_1 5.2%, xor2_1 3.1%, a21oi_1 2.6%"
yosys-top-cells-count = "24 x dfrtp_1, 16 x nor2_1, 9 x xnor2_1"
ys_cells = 114
netlist_area_mm2 = 0.00114
ys_ff = 24

[layout]
synthToLayoutAreaGrowth_pct = 18.9
logic_area_um2 = 512
drive_above_1_share_pct = 10.7
largest_reg_flops = 20
seq_area_um2 = 601
fill_cells = 823

[global_routing]
grt_antenna_before_repair = 0
grt_usage_pct = 3.53
grt_pass1_vias = 775
grt_pass1_wl_um = 3510
grt_max_degree = 20
grt_overflow = 0

[clocking]
cts_sinks = 24
cts_tree = "yes"
cts_setup_buffers = 0
clk_pin_slew_ns = 0.08
htree_levels = 1
numCtsBuffers = 3
clkLatencyLatePin_ns = 0.26
cts-resized-gates = 0
hold_buffers = 0
cts-root-buf = "clkbuf_8"
clock_path_buffers = 2

[placement]
gp_congestion = 0.836
place_ws_ns = 2.11
port_buffers = 4
dp_hpwl_um = 1430

[min_path]
hold_path.startpoint = "sync_reg[0]"
hold_path_end = "sync_reg[1]"
hp-class = "flip-flop to flip-flop"
holdPathStages = 0

[status]
outcome = "finished, final reports clean"

[run]
tool_warnings = 25
drv_cap = 0
[cell type report]
| type | instances | area share (%) |
|---|---|---|
| well taps | 99 | 9.10 |
| multi-input cells | 82 | 37.6 |
| clock buffers | 4 | 4.04 |
| flip-flops and latches | 24 | 44.1 |
| inverters | 6 | 1.65 |
| repair buffers | 5 | 3.49 |
[worst max-delay path by stage]
stage / end / from / cells past startpoint / slack (ns)
4_1_cts: count_reg[7] / count_reg[0] / 5 / 2.09
5_1_grt: count_reg[10] / count_reg[0] / 5 / 1.90
6_report: count_reg[7] / count_reg[0] / 5 / 2.10
[power breakdown]
group          leakage (nW)  switching, mW  internal [mW]
sequential            0.328        0.00293          0.229
combinational         0.127        0.00978        0.00528
clock                0.0288         0.0675         0.0816
[cell families (layout without fill, tap and decap cells)]
kind of cell    count (synthesis)  in the layout  share of synthesized area [%]
simple gates                   55             55                           25.6
flops                          24             24                           52.5
xor+xnor                       13             13                           9.95
compound gates                 12             12                           7.10
buf+inv                         8             15                           2.84
fa+ha+maj                       1              1                           1.09
mux                             1              1                          0.984
[placed cells by master (no fill, tap or decap)]
cell type / netlist / layout
dfrtp_1: 24 / 24
nor2_1: 16 / 16
xnor2_1: 9 / 9
nand2_1: 7 / 7
inv_1: 6 / 6
a21oi_1: 6 / 6
nand3_1: 5 / 5
nand4_1: 4 / 4
or4_1: 4 / 4
or3_1: 4 / 4
nor4_1: 4 / 4
xor2_1: 4 / 4
clkbuf_8: 0 / 4
clkdlybuf4s50_1: 0 / 4
o21ai_0: 3 / 3
nor3_1: 3 / 3
nand3_2: 2 / 2
or2_2: 2 / 2
o31ai_1: 2 / 2
or4_2: 1 / 1
or3_2: 1 / 1
o31ai_4: 1 / 1
and2_1: 1 / 1
nor2b_1: 1 / 1
mux2_2: 1 / 1
ha_1: 1 / 1
buf_4: 0 / 1
[per-stage QoR]
step	util (%)	area, um^2	cells	total power [mW]	hold WS (ns)
finish	18.9	1360	220	0.396	0.352
global route	18.9	1360	220	0.418	0.368
CTS	18.9	1360	220	0.403	0.356
detailed placement	18.1	1310	216	0.252	0.337
global placement	18.1	1310	216	0.251	0.333
floorplan	-	1140	114	0.243	0.331
[layer usage]
metal | part of all wire, % | GRT usage [%] | vias up
li1 | - | - | 411
met1 | 50 | 5.00 | 398
met2 | 47 | 5.61 | 6
met3 | 1.6 | 0.612 | 2
met4 | 1.7 | 0.580 | 0
met5 | 0 | 0 | -
[critical path, delay by kind of cell (launching register included)]
| kind | cells | cell delay (ns) |
|---|---|---|
| AOI/OAI and AO/OA | 1 | 0.67 |
| and+or+nand+nor | 3 | 0.76 |
| adders and majority gates | 1 | 0.21 |
| DFF | 1 | 0.39 |
Power and IR drop assume default switching activity.
