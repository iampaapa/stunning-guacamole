[flow/config.mk]
export PLATFORM = sky130hd
export DESIGN_NAME = bin2bcd
export DESIGN_NICKNAME = bin2bcd
export VERILOG_FILES = /design/flow/design.v
export SDC_FILE = /design/flow/constraint.sdc
export NUM_CORES = 4
export LEC_CHECK = 1
export CORE_UTILIZATION = 40
[flow/constraint.sdc]
current_design bin2bcd

set clk_period 19.2
set clk_io_pct 0.2

create_clock -name clk0 -period $clk_period

set non_clock_inputs [all_inputs -no_clocks]
set_input_delay [expr $clk_period * $clk_io_pct] -clock clk0 $non_clock_inputs
set_output_delay [expr $clk_period * $clk_io_pct] -clock clk0 [all_outputs]
[flow/design.v]
`timescale 1ns / 1ps
module bin2bcd (
    input  logic clk,
    input  logic rst_n,
    input  logic [15:0] bin_in,
    output logic [3:0] bcd3_out,
    output logic [3:0] bcd2_out,
    output logic [3:0] bcd1_out,
    output logic [3:0] bcd0_out
);
    logic [3:0] bcd_regs [3:0];
    logic [15:0] bin_shifted;
    always_comb begin
        for (int i = 0; i < 16; i++) begin
            bin_shifted = bin_in << i;
            logic [3:0] bcd_stage [4];
            logic [15:0] bin_stage;
            bcd_stage[3] = 4'd0;
            bcd_stage[2] = 4'd0;
            bcd_stage[1] = 4'd0;
            bcd_stage[0] = 4'd0;
            bin_stage = bin_in;
            for (int j = 0; j < 16; j++) begin
                if (bcd_stage[0] > 4) bcd_stage[0] = bcd_stage[0] + 3;
                if (bcd_stage[1] > 4) bcd_stage[1] = bcd_stage[1] + 3;
                if (bcd_stage[2] > 4) bcd_stage[2] = bcd_stage[2] + 3;
                if (bcd_stage[3] > 4) bcd_stage[3] = bcd_stage[3] + 3;
                {bcd_stage[3], bcd_stage[2], bcd_stage[1], bcd_stage[0], bin_stage} = 
                {bcd_stage[3], bcd_stage[2], bcd_stage[1], bcd_stage[0], bin_stage} << 1;
            end
            bcd_regs[3] = bcd_stage[3];
            bcd_regs[2] = bcd_stage[2];
            bcd_regs[1] = bcd_stage[1];
            bcd_regs[0] = bcd_stage[0];
        end
    end
    assign bcd3_out = bcd_regs[3];
    assign bcd2_out = bcd_regs[2];
    assign bcd1_out = bcd_regs[1];
    assign bcd0_out = bcd_regs[0];
endmodule
[flow/run.sh]
#!/bin/bash
# OpenROAD 26Q1-2900-gdf79404cd8, Yosys 0.63+post, stock flow scripts
make -C /OpenROAD-flow-scripts/flow DESIGN_CONFIG=/design/flow/config.mk WORK_HOME=/design/flow/orfs finish
==> metrics.cfg <==
[outcome]
outcome = completed

[worst_setup_path]
cp_slowest_stage_delay_ns = 0.71
worstPathMaxFanout = 15
worstPathRequired_ns = 15.36
slowest_stage = clkdlybuf4s50_1
path_buffers = 7
worstSetupPathType = input port to output port
start_kind = input port
worst_path_most_repeated_cell = ha_1
arrival_ns = 14.12
crit_path_end_kind = output port
crit_family = simple AND/OR/NAND/NOR gates

[yosys]
synth_chip_area_um2 = 5233
synth_area_um2 = 5233
yosysUniqueCellTypes = 106
largest_area_cell = ha_1
yosys_warnings = 18
syn-mean-instance-area_um2 = 6.734
top_cells_by_area = ha_1 (5.3%), nor2_1 (5.1%), a21oi_1 (4.9%), nand2_1 (4.6%), o21ai_0 (3.7%)
most_common_cell = nor2_1
syn_inst = 777
ys_seq_frac = 0
ys_cells = 777
common_cells = nor2_1 (71), nand2_1 (64), a21oi_1 (51), o21ai_0 (39), nand3_1 (37)
top_cell_area_share = 0.05261

[power]
sw_frac_of_total = 0.5174
combinationalPowerShare = 1.000
power_mw = 1.210
ir_drop_v = 0.0001407
pwr-share-seq = 0
power-per-cell-area_nw_per_um2 = 219.4
power_switching_uw = 626.2
clkPwrFrac = 0
p_leak_nw = 1.910
p_int_uw = 584.0

[drt]
vias_per_cell = 6.556
wl_mm = 14.08
drt-initial-drc-count = 497
antenna_left = 0
num_antenna_cells = 0
drc = 0
via_count = 6123
wl_per_cell_um = 15.07
drtPass1Iterations = 5

[hold_path]
min_from = bin_in[0]
holdPathEnd = bcd0_out[0]
hold_depth = 0
worstHoldPathType = input port to output port

[grt]
antenna_found_initial = 0
grt_pass1_vias = 5268
grt_max_degree = 23
grt_overflow = 0
grt_pass1_wl_mm = 24.46
track_usage = 0.2128

[final_layout]
areaGrowthSynthToFinish_pct = 5.404
flop-count = 0
drive_above_1_share = 0.07480
clkbuf_count = 0
fill_cells = 1265
final-seq-area_um2 = 0

[job]
log.warning_count = 46
drv_cap = 0

[clock_network]
ctsResizeCount = 0
cts_setup_buffers = 0
holdBufCountCts = 0

[die]
chipArea_um2 = 13540
die_w_um = 116.4
pin_count = 34
rows = 41
core_um2 = 12670
die_h_um = 116.4
fp_util = 0.4130

[placed_design]
dp_slack_ns = 1.404
place.gp.congestion = 0.9015
portBuffers = 30
post-dp-hpwl_mm = 10.30

[timing]
finalCritPeriodShare = 0.9353
min_period_ns = 17.96
setup_ws_ns = 1.243
drv_slew = 0
hold_viol_final = 0
maxSlewHeadroom = 0.4250
finalSetupViolCount = 0
final.setup.tns_ns = 0
max_freq_mhz = 55.69
tightest_slew_ns = 0.8598
rsz0062_at_grt = false

per-layer routing:
layer	part of all wire	vias up	track usage	wire, um
li1	-	3087	-	-
met1	0.50	2857	0.3211	7012
met2	0.45	173	0.3511	6390
met3	0.043	6	0.003171	612
met4	0.0041	0	0.02051	58
met5	0	-	0	0
logic make-up (layout without fill, tap and decap cells):
group           count (synthesis)  in the layout  share of synthesized area
compound gates                324            324                     0.4785
xor+xnor                       25             25                    0.04830
fa+ha+maj                      22             22                    0.05261
buf+inv                        74             59                    0.06959
mux                            22             22                    0.04376
simple gates                  310            310                     0.3073
worst max path at each step:
stage | startpoint | endpoint | slack (ns) | depth (start not counted)
4_1_cts | bin_in[13] | bcd3_out[1] | 1.40 | 36
5_1_grt | bin_in[13] | bcd3_out[1] | 0.31 | 36
6_report | bin_in[13] | bcd3_out[1] | 1.24 | 36
layout make-up:
cell class,instances,area (um^2),share of cell area
inverter,23,86.33,0.01565
tap,172,215.2,0.03902
timing repair buffer,36,345.3,0.06261
multi-input combinational,703,4868,0.8827
through the flow:
| step | hold WS [ns] | instances | util | area, um^2 |
|---|---|---|---|---|
| 4_1_cts | 7.680 | 934 | 0.4353 | 5515 |
| 5_1_grt | 7.680 | 934 | 0.4353 | 5515 |
| 2_1_floorplan | 7.746 | 777 | - | 5233 |
| 3_3_place_gp | 7.680 | 934 | 0.4353 | 5515 |
| 6_report | 7.680 | 934 | 0.4353 | 5515 |
| 3_5_place_dp | 7.680 | 934 | 0.4353 | 5515 |
placed cells by master, fill, tap and decap left out, drive strengths merged, types with 9 or more instances in the layout:
cell and n:
nor2 74, nand2 67, o21ai 53, a21oi 52, nand3 39, clkdlybuf4s50 30, nor3 28, a211oi 24
ha 22, inv 21, nor4 18, mux2i 18, xnor2 18, nand2b 13, a31oi 12, and3 12
o22ai 12, o211ai 12, a2111oi 11, o31ai 10, o21a 10, nand4 10, a21o 10, o2111ai 9
a221oi 9
power by group through the flow:
stage	logic, mW	clock network [mW]	registers [mW]
after global routing	1.36	0	0
after CTS	1.21	0	0
final	1.21	0	0
Power figures rest on the tool's default switching activity, not on a simulated workload.
