### run.sh
#!/bin/bash
# OpenROAD 26Q1-2900-gdf79404cd8, Yosys 0.63+post, stock flow scripts
make -C /OpenROAD-flow-scripts/flow DESIGN_CONFIG=/design/flow/config.mk WORK_HOME=/design/flow/orfs finish
### config.mk
export PLATFORM = sky130hd
export DESIGN_NAME = LED_mux
export DESIGN_NICKNAME = LED_mux
export VERILOG_FILES = /design/flow/design.v
export SDC_FILE = /design/flow/constraint.sdc
export NUM_CORES = 4
export LEC_CHECK = 1
export CORE_AREA = 10 10 103 103
export DIE_AREA = 0 0 113 113
### constraint.sdc
current_design LED_mux

set clk_period 3.2
set clk_io_pct 0.2

create_clock -name clk0 -period $clk_period [get_ports {clk}]

set non_clock_inputs [all_inputs -no_clocks]
set_input_delay [expr $clk_period * $clk_io_pct] -clock clk0 $non_clock_inputs
set_output_delay [expr $clk_period * $clk_io_pct] -clock clk0 [all_outputs]
### design.v
`timescale 1ns / 1ps
module LED_mux (
    input  logic clk,
    input  logic rst_n,
    input  logic [6:0] in0, in1, in2, in3,
    output logic [6:0] seg_out,
    output logic [3:0] sel_out
);
    parameter CLK_FREQ = 100_000_000;
    parameter REFRESH_RATE_HZ = 1000;
    localparam COUNTER_MAX = CLK_FREQ / (REFRESH_RATE_HZ * 4);
    logic [$clog2(COUNTER_MAX)-1:0] prescaler_reg;
    logic [1:0] sel_reg;
    always_ff @(posedge clk, negedge rst_n) begin
        if (!rst_n) begin
            prescaler_reg <= '0;
            sel_reg <= '0;
        end else begin
            if (prescaler_reg == COUNTER_MAX - 1) begin
                prescaler_reg <= '0;
                sel_reg <= sel_reg + 1'b1;
            end else begin
                prescaler_reg <= prescaler_reg + 1'b1;
            end
        end
    end
    always_comb begin
        case (sel_reg)
            2'b00:  seg_out = in0;
            2'b01:  seg_out = in1;
            2'b10:  seg_out = in2;
            2'b11:  seg_out = in3;
            default: seg_out = 7'b1111111;
        endcase
    end
    assign sel_out = ~(4'b1 << sel_reg);
endmodule
==> Slide: Implementation Results <==
Flow Results at a Glance

Status
  – Status: finished, final reports clean

Die
  – # rows: 33
  – Die ar.: 12800 um^2
  – I/O pins: 41
  – Pre-Place Util: 12.5%
  – Die width: 113 um
  – CORE AREA: 8300 um^2
  – Die height: 113 um

CTS
  – CTS tree: yes
  – CTS Buffer Depth: 2
  – Post-CTS Setup Inserts: 0
  – Clock transition at path regs: 0.06 ns
  – H-tree Lvls: 1
  – Num CTS Buffers: 3
  – Clk sinks: 17
  – Cts repair resizes: 0
  – Clk Latency, worst-skew pair: 0.24 ns
  – Root buffer cell: clkbuf_8
  – Hold_buf cts: 0

Route
  – Post-DRT Antenna Nets: 0
  – Wire per inst: 10.9 um
  – Detailed Route WL: 2.71 mm
  – Drt initial violations: 64
  – Post-route DRC violation count: 0
  – DR vias: 886
  – Drt first pass iters: 6
  – Vias per Instance: 3.57
  – # diodes: 0

Job
  – Max Cap Viol: 0
  – OpenROAD warnings: 29

Worst setup path
  – Setup crit start kind: flip-flop
  – Setup Crit Path Kind: flip-flop to output port
  – Crit. End Element: output port
  – R2r worst-path depth: 4
  – Crit-path max FO: 7
  – Crit path DRT: 2.56 ns
  – Worst Path Arrival: 1.98 ns

Worst hold path
  – Worst hold path depth: 1
  – Hold Crit Class: flip-flop to flip-flop

Global route
  – Gr ovfl total: 0
  – Number of antenna violations at the first check in global routing: 0
  – Gr usage total: 4.09%
  – First-pass GRT wire length: 4.41 mm
  – Largest net degree at the start of global routing: 18
  – Vias in the first global route: 875

Final timing
  – Slew at the pin closest to its max-slew limit: 0.743 ns
  – Final worst setup slack: 0.582 ns
  – Slew margin rel.: 50.3%
  – RSZ-0062 raised after global routing: no
  – Skew final: 0.00207 ns
  – Min Tclk post-route: 2.62 ns
  – Endpoints failing setup: 0
  – Final hold vios: 0
  – Final Cycle Share: 81.8%
  – Timing-limited maximum frequency: 382 MHz
  – TNS Setup: 0 ns
  – Slew Limit Fails: 0

Layout
  – Final Cell Area: 1590 um^2
  – Top cells excl fill/tap: clkdlybuf4s50_1, dfrtp_1, inv_1
  – Max reg flops: 15
  – Area growth from synthesis to layout: 53.1%
  – Layout cells sized above 1: 2.80%
  – Top cell excl fill/tap: clkdlybuf4s50_1

Logic synthesis
  – Mapped Area: 1040 um^2
  – Chip area line of the yosys report: 1040 um^2
  – Yosys Instances: 104
  – Synth Seq Share: 41.1%
  – Synthesized instance count: 104
  – YS warnings: 1
  – Syn avg cell area: 9.96 um^2
  – Synth flops: 17
  – Post-synth cell types: 23

Pwr
  – Power Total: 0.420 mW
  – Power per Cell Area: 265 nW/um^2
  – Internal power: 0.343 mW
  – Switching Fraction: 18.3%
  – Clock Power Share: 36.6%
  – Seq pwr share: 51.2%
  – Leakage power: 0.694 nW
  – P_sw: 0.0770 mW
  – Worst vdd ir: 148 uV
  – Combinational Power Share: 12.2%

Place
  – Gpl congestion: 0.772
  – Dpl hpwl: 2.11 mm
  – Pre-CTS setup slack: 0.636 ns
  – Port bufs: 40
  – Placement-stage cell area: 1540 um^2
## path summary, 6_finish.rpt
check / slack [ns] / from / to
max: 0.58 / sel_reg[0] / seg_out[6]
min: 0.48 / prescaler_reg[0] / prescaler_reg[0]
max reg2reg: 1.18 / prescaler_reg[10] / sel_reg[1]
min reg2reg: 0.48 / prescaler_reg[0] / prescaler_reg[0]
max in group asynchronous: 1.90 / rst_n / prescaler_reg[5]
min in group asynchronous: 0.84 / rst_n / prescaler_reg[11]
## kinds of logic after synthesis
family / synth area share, %
buffers and inverters: 7.97
muxes: 8.21
and+or+nand+nor: 16.5
AOI/OAI and AO/OA: 7.97
xor gates and xnor gates: 11.0
DFF: 41.1
adders and majority gates: 7.25
## synthesized netlist by cell type
cell,number,area share [%]
nor2b_1,1,0.60
a21oi_1,1,0.48
nand4_1,4,2.4
and3_1,3,1.8
or4_1,1,0.72
nor2_1,7,2.5
o31ai_1,1,0.72
xor2_1,5,4.2
nand2_1,1,0.36
or4b_1,1,0.97
dfrtp_1,17,41
mux2i_1,7,6.8
and4_1,2,1.7
inv_1,15,5.4
xnor2_1,8,6.8
nor4_1,1,0.60
ha_1,6,7.2
mux2_4,1,1.4
nor3_1,4,1.9
clkbuf_1,4,1.4
a222oi_1,7,6.8
nand3_1,6,2.9
buf_6,1,1.1
## power by group through the flow
stage / Sequential, mW / Combinational (mW) / Clock [mW]
4_1_cts: 0.215 / 0.0522 / 0.161
5_1_grt: 0.215 / 0.0555 / 0.168
6_report: 0.215 / 0.0514 / 0.154
## metal layers
layer	part of all wire (%)	wire [um]	vias up	track usage (%)
met5	0	0	-	0
met3	11	293	0	1.71
met4	0	0	0	0.0846
li1	-	-	442	-
met1	50	1360	402	5.73
met2	39	1060	42	6.11
## cell type report
cell class	instances	area (um^2)
multi-input combinational	67	528
clock buffer	4	45.0
tap	105	131
timing repair buffer	40	400
sequential	17	425
inverter	15	56.3
fill	891	6710
## worst max-delay path, stage by stage, from the launching register on
cell and delay (ns):
dfrtp_1 0.40, inv_1 0.14, ha_1 0.46, mux2i_1 0.23, clkdlybuf4s50_1 0.50
## stage by stage
step | std cells | utilization [%] | hold slack (ns)
after global placement | 244 | 18.6 | 0.476
after detailed placement | 244 | 18.6 | 0.476
after global routing | 248 | 19.1 | 0.520
after floorplan | 104 | - | 0.344
final | 248 | 19.1 | 0.483
after CTS | 248 | 19.1 | 0.483
Power figures rest on the tool's default switching activity, not on a simulated workload.
